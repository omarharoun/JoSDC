--- flow/design.v ---
module Memory_demux(addrs_src,addrs_des) ; 
input[31:0] addrs_src ; 
output[31:0] addrs_des; 
assign addrs_des = (addrs_src>32'h0000FFFF) ? (addrs_src - 32'h0000FFFF) : addrs_src ;
endmodule
--- flow/config.mk ---
export PLATFORM = sky130hd
export DESIGN_NAME = Memory_demux
export DESIGN_NICKNAME = Memory_demux
export VERILOG_FILES = /design/flow/design.v
export SDC_FILE = /design/flow/constraint.sdc
export NUM_CORES = 4
export LEC_CHECK = 1
export CORE_AREA = 10 10 70 70
export DIE_AREA = 0 0 80 80
--- flow/run.sh ---
#!/bin/bash
# OpenROAD 26Q1-2900-gdf79404cd8, Yosys 0.63+post, stock flow scripts
make -C /OpenROAD-flow-scripts/flow DESIGN_CONFIG=/design/flow/config.mk WORK_HOME=/design/flow/orfs finish
--- flow/constraint.sdc ---
current_design Memory_demux

set clk_period 5.0
set clk_io_pct 0.2

create_clock -name clk0 -period $clk_period

set non_clock_inputs [all_inputs -no_clocks]
set_input_delay [expr $clk_period * $clk_io_pct] -clock clk0 $non_clock_inputs
set_output_delay [expr $clk_period * $clk_io_pct] -clock clk0 [all_outputs]
==> results.json <==
{
  "routed_wl_um": 2980,
  "setup_tns_ns": 0,
  "vias_per_cell": 4.73,
  "postSynthSeqShare": 0,
  "crit_slowest_cell": "or4_1",
  "powerDensity_nw_per_um2": 62.5,
  "cp-end-kind": "primary output",
  "maxCapViolCount": 0,
  "dp.cells": 221,
  "synth.distinct_cells": 29,
  "cts_resized": 0,
  "nClkBuffers": 0,
  "ant_nets": 0,
  "required_ns": 4.00,
  "dp_hpwl_um": 2580,
  "slew_violations": 0,
  "synthCells": 112,
  "path_buffers": 2,
  "port_buffers": 64,
  "avgSynthCellArea_um2": 6.57,
  "hold_viol": 0,
  "cpMostUsedCell": "clkdlybuf4s50_1",
  "grt_overflow": 0,
  "cts_setup_buffers": 0,
  "synth_area_um2": 736,
  "warnings": 32,
  "hp-class": "in -> out",
  "p_sw_mw": 0.0287,
  "flop_area_um2": 0,
  "finalSetupViolCount": 0,
  "vdd.ir_drop.worst_uv": 28.7,
  "min_period_ns": 4.54,
  "critPathMaxStageDelay_ns": 0.69,
  "ios": 64,
  "fin_crit_sh": 0.908,
  "logic_area_um2": 708,
  "coreArea_um2": 3420,
  "cp_max_fo": 7,
  "drive_gt1_frac": 0.0400,
  "wl_per_cell_um": 13.5,
  "pwr-share-comb": 1.000,
  "yosys_warnings": 0,
  "arrival_ns": 3.54,
  "cp_cell_sequence": "clkdlybuf4s50_1, or4_1, or2_2, nor3_1, o211ai_1, xnor2_1, clkdlybuf4s50_1",
  "lay_top_cells": "clkdlybuf4s50_1 (64), xnor2_1 (19), nand3_1 (14)",
  "grt_usage": 0.0877,
  "final_common_cell": "clkdlybuf4s50_1",
  "crit_family": "simple AND/OR/NAND/NOR gates",
  "floorplan.die_area_um2": 6400,
  "dr.pass1.iters": 4,
  "antenna_found_initial": 0,
  "rsz0062_at_grt": "no",
  "antenna-diode-count": 0,
  "gp_congestion": 0.827,
  "worstMarginPinSlew_ns": 0.423,
  "fp_util": 0.215,
  "clkPwrFrac": 0,
  "intPower_mw": 0.0606,
  "die_w_um": 80,
  "worstSetupStartpointType": "primary input",
  "drt_iter0_drc": 35,
  "cts_hold_buf": 0,
  "slew_headroom": 0.716,
  "critPathKind": "in -> out",
  "finalPower_mw": 0.0893,
  "num_vias": 1046,
  "fillers": 347,
  "grt_max_degree": 19,
  "ys_cells": 112,
  "std_cell_rows": 21,
  "grt_pass1_vias": 1061,
  "chipHeight_um": 80,
  "route.detailed.drc": 0,
  "p_leak_nw": 0.508,
  "area_delta_synth_final_pct": 94.2,
  "synth_chip_area_um2": 736,
  "pwr-share-seq": 0,
  "p_sw_frac": 0.321,
  "status": "completed",
  "design.seq.count": 0,
  "post-route-util": 0.418,
  "layout.cells.non_filler": 221,
  "max_freq_mhz": 220,
  "grt_pass1_wl_um": 4830
}
final timing paths:
path | start | to | slack, ns | depth (start not counted)
worst max-delay path | addrs_src[18] | addrs_des[26] | 0.46 | 7
worst min-delay path | addrs_src[31] | addrs_des[31] | 2.93 | 4
power groups by stage:
stage / combinational, mW / sequential [mW] / clock (mW)
final: 0.0893 / 0 / 0
after global routing: 0.0986 / 0 / 0
after CTS: 0.0910 / 0 / 0
layer usage:
layer | up-vias | GRT usage | routed length, um | share of wire
met5 | - | 0 | 0 | 0
met4 | 0 | 0 | 0 | 0
met3 | 0 | 0.0409 | 409 | 0.14
met2 | 46 | 0.140 | 1290 | 0.43
met1 | 453 | 0.112 | 1280 | 0.43
li1 | 547 | - | - | -
metrics by stage:
stage / worst slack, ns / instance area [um2] / hold slack (ns)
after floorplan: 1.51 / 736 / 2.03
after global placement: 0.485 / 1430 / 2.94
after detailed placement: 0.452 / 1430 / 2.94
after CTS: 0.439 / 1430 / 2.94
after global routing: 0.324 / 1430 / 2.99
final: 0.459 / 1430 / 2.93
cells by family (layout without fill, tap and decap cells):
family                   after synthesis  count (layout)  share of synthesized area
AND/OR/NAND/NOR                       67              67                      0.517
XOR/XNOR                              25              25                      0.298
AND-OR/OR-AND                         13              13                      0.116
buffers and inverters                  5              68                     0.0374
adder cells (fa/ha/maj)                1               1                     0.0170
multiplexers                           1               1                     0.0153
cells in the mapped netlist:
cell type  number  area share
or2_2           2       0.017
and3_1          6       0.051
o2111ai_1       1       0.012
a21boi_1        1       0.010
nor2_1          9       0.046
nand2_4         1       0.015
o211ai_1        1       0.010
a31oi_1         1      0.0085
nand4_1         9       0.077
nor4_1          4       0.034
nand3_1        14       0.095
clkbuf_1        1      0.0051
inv_1           2       0.010
mux2_2          1       0.015
xnor2_1        19        0.23
ha_1            1       0.017
nand2_1         8       0.041
o41ai_1         2       0.024
xor2_1          6       0.071
and2_1          3       0.026
buf_6           1       0.015
nor4_4          1       0.029
o21ai_0         6       0.041
or4_1           3       0.031
nor4b_1         1       0.012
nor3_1          4       0.027
or3_1           2       0.017
buf_2           1      0.0068
o31ai_1         1       0.010
layout make-up:
cell class,count,area share
Tap cell,46,0.0403
Inverter,2,0.00525
Timing Repair Buffer,66,0.459
Multi-Input combinational cell,107,0.496
Power and IR drop assume default switching activity.
