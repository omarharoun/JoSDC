### /design/flow/design.v
module pc(clk,d,q);
input clk;
input [31:0]d;
output reg [31:0]q;
always @(posedge clk) begin 
	q <=d;
end
endmodule
### /design/flow/run.sh
#!/bin/bash
# OpenROAD 26Q1-2900-gdf79404cd8, Yosys 0.63+post, stock flow scripts
make -C /OpenROAD-flow-scripts/flow DESIGN_CONFIG=/design/flow/config.mk WORK_HOME=/design/flow/orfs finish
### /design/flow/config.mk
export PLATFORM = sky130hd
export DESIGN_NAME = pc
export DESIGN_NICKNAME = pc
export VERILOG_FILES = /design/flow/design.v
export SDC_FILE = /design/flow/constraint.sdc
export NUM_CORES = 4
export LEC_CHECK = 1
export CORE_AREA = 10 10 91 91
export DIE_AREA = 0 0 101 101
### /design/flow/constraint.sdc
current_design pc

set clk_period 1.0
set clk_io_pct 0.2

create_clock -name clk0 -period $clk_period [get_ports {clk}]

set non_clock_inputs [all_inputs -no_clocks]
set_input_delay [expr $clk_period * $clk_io_pct] -clock clk0 $non_clock_inputs
set_output_delay [expr $clk_period * $clk_io_pct] -clock clk0 [all_outputs]
==> metrics.cfg <==
[outcome]
status=finished, final reports clean

[clock_tree]
cts.reportedPaths.clkPinSlew_ns=0.07
clk_path_buf_depth=2
htreeDepth=2
cts.sinks=32
cts_tree=built
cts_root_buffer=clkbuf_8
cts_made_buffers=5
post_cts.repair.setup_buffers=0

[pwr]
swShare_pct=17.6
leakagePower_nw=0.595
power_mw=2.89
power_frac_comb_pct=6.4
p_sw_uw=510
seq_power_share_pct=47.1
vdd_drop_max_mv=0.515
p_clk_share_pct=46.5
cellPowerDensity_mw_per_mm2=2060
p_int_mw=2.38

[run]
log.warning_count=25
drv_cap=0

[worst_setup_path]
start_kind=flip-flop
path_buffers=1
cpMaxStageDelayCell=dfxtp_1
required_ns=0.80
critPathCaptureType=output port
crit_chain=clkdlybuf4s15_1
critical_path.top_delay_family=flip-flops
cp.arrival_ns=0.75
criticalPathCategory=reg -> out
crit_path_max_incr_delay_ns=0.31
cp_max_fo=1

[sta]
fin_crit_ns=0.951
rsz0062_at_grt=false
finalHoldViolCount=0
fmax_mhz=1050
finalSetupViolations=0
worst_pin_slew_ns=0.0697
drv_slew=0
final.period_utilization_pct=95.1
slew_headroom_pct=95.3
whs_ns=0.351
setup_tns_ns=0

[yosys]
compound_area_share_pct=0
synth.distinct_cells=1
ys_sh_simple_pct=0
postSynthCellCount=32
ys_cells=32
ys_area_um2=641
synth.top_cell.area_share_pct=100
yosysWarnings=1
synth_seq_share_pct=100
xor_area_share_pct=0
area_leaders=dfxtp_1 (100%)
synth_top_cell_by_area=dfxtp_1
syn_area_um2=641
fa_ha_area_share_pct=0
avgSynthCellArea_um2=20.0
synth.mux.area_fraction_pct=0
numSynthFlops=32

[layout]
largest_register_ffs=32
drive_gt1_share_pct=41.3
comb_area_um2=0
area_growth_syn_to_layout_pct=119
fin_util_pct=22.1
nMultiInputCombCells=0
reg_top3=q (32)
lay_top_count=clkdlybuf4s50_1
layout_top_cells=clkdlybuf4s50_1 (32), dfxtp_1 (20), clkbuf_2 (18), dfxtp_2 (12), clkdlybuf4s15_1 (9)
regMostFlops=q

[floorplanning]
io_pins=65
die_height_um=101
dieArea_mm2=0.0102
fp-utilization_pct=10.1
die-width_um=101
core_mm2=0.00635
row_count=29

[routing]
antenna_cells=0
drtIter0Drc=3
wl_mm=2.26
avgRoutedWirePerCell_um=12.5
first_pass_iters=3
antenna_left=0
vias=483
routed_via_density=2.67
drc_errors=0

[global_routing]
grt_overflow=0
grt_use_total_pct=4.32
antenna_found_initial=0
grt_pass1_vias=532
grt_pass1_wl_mm=3.32
grt_max_degree=11

[worst_hold_path]
hold_path.class=in -> reg

[placement]
port_buffers=64
gp_congestion=0.704

kinds of logic (layout without fill, tap and decap cells):
logic type	after synthesis	after routing
flops	32	32
buf+inv	0	72
synthesized netlist by cell type:
master	instances
dfxtp_1	32
final cells by class:
type | instances | area (µm²)
Fill cell | 678 | 4950
Timing Repair Buffer | 64 | 526
Clock inverter | 1 | 30.0
Tap cell | 77 | 96.3
Sequential cell | 32 | 656
Clock buffer | 7 | 96.3
routing by layer:
layer  part of all wire (%)  wire [µm]  global-route usage, %
met4                    2.1         47                  0.857
met1                     35        799                   4.49
met3                     16        352                   3.40
met5                      0          0                      0
met2                     47       1060                   6.78
power groups by stage:
| stage | logic (mW) | clock network [mW] | registers [mW] |
|---|---|---|---|
| after CTS | 0.213 | 1.42 | 1.36 |
| after global routing | 0.204 | 1.49 | 1.37 |
| final | 0.185 | 1.35 | 1.36 |
metrics by stage:
step | cells | setup WS (ns) | instance area [µm²]
6_report | 181 | 0.0490 | 1400
2_1_floorplan | 32 | 0.538 | 641
5_1_grt | 181 | 0.00195 | 1400
3_3_place_gp | 173 | 0.00100 | 1380
3_5_place_dp | 173 | 0.00494 | 1380
4_1_cts | 181 | 0.00837 | 1480
path summary, 6_finish.rpt:
| kind | startpoint | to | slack [ns] | cells past startpoint |
|---|---|---|---|---|
| max | q[0] | q[0] | 0.05 | 1 |
| min | d[24] | q[24] | 0.35 | 1 |
repair_timing:
| item | CTS | global route |
|---|---|---|
| hold buffers | 0 | 0 |
| setup endpoints to repair | 32 | 18 |
| resized | 73 | 30 |
No activity file was given, so power comes from the tool's default toggle rates.
