`flow/config.mk`:
```
export PLATFORM = sky130hd
export DESIGN_NAME = ALU
export DESIGN_NICKNAME = ALU
export VERILOG_FILES = /design/flow/design.v
export SDC_FILE = /design/flow/constraint.sdc
export NUM_CORES = 4
export LEC_CHECK = 1
export CORE_UTILIZATION = 30
```
`flow/constraint.sdc`:
```
current_design ALU

set clk_period 17.4
set clk_io_pct 0.2

create_clock -name clk0 -period $clk_period

set non_clock_inputs [all_inputs -no_clocks]
set_input_delay [expr $clk_period * $clk_io_pct] -clock clk0 $non_clock_inputs
set_output_delay [expr $clk_period * $clk_io_pct] -clock clk0 [all_outputs]
```
`flow/design.v`:
```
module ALU(ALU_Op,In1,In2,Result,Z,Cout,OF);
    output Z , Cout , OF;
    input [3:0]  ALU_Op    ; 
    input [31:0] In1 , In2 ; 
    output reg [31:0] Result; 
    wire       S       , Cin                                                       ;
    wire [31:0]Result0 , Result1 , Result2 , Result3 , Result4 , Result5 , Result6 ;
    parameter ADD  = 4'd0  , SUB= 4'd1 , AND32= 4'd2 , OR32= 4'd3 , XOR32=4'd4 , 
              NOR32= 4'd5  , SRL= 4'd6 , SLL  = 4'd7 , ADDU= 4'd8 , SUBU =4'd9 ;
    assign S   = (ALU_Op == ADD) |  (ALU_Op == SUB) ;
    assign Cin = (ALU_Op == SUB) |   (ALU_Op ==SUBU); 
    adder_cla a (Cin , S , In1 , In2 , Result0 , Cout , OF); 
    And32_Gate b (Result1 , In1 , In2);
    Or32_Gate c(Result2 , In1 , In2);
	 Xor32_Gate d (Result3 , In1 , In2);
    Nor32_Gate e (Result4 , In1 , In2);
    SLL32_Bit f (Result5 , In1 , In2);
	 SRL32_Bit g (Result6 , In1 , In2);
    always @(*) begin
	   case(ALU_Op)
		  ADD : Result = Result0;
		  SUB : Result = Result0;
		  SUBU: Result = Result0;
		  ADDU: Result = Result0;
		  AND32: Result = Result1;
        OR32 : Result = Result2;
		  XOR32: Result = Result3;
		  NOR32: Result = Result4;
		  SLL: Result = Result5;
		  SRL: Result = Result6;
		endcase
    end
endmodule 
module ALU_TestBench();
    reg [31:0] In1   , In2;
    reg [3:0]  ALU_Op     ;
    wire [31:0] Result;
    wire Z,Cout,OF;
    parameter ADD  = 4'd0  , SUB= 4'd1 , AND32= 4'd2 , OR32= 4'd3 , XOR32=4'd4 , 
              NOR32= 4'd5  , SRL= 4'd6 , SLL  = 4'd7 , ADDU= 4'd8 , SUBU =4'd9 ;
   ALU DUT (ALU_Op,In1,In2,Result,Z,Cout,OF);
  `timescale 1ns / 1ps
  initial begin
    In1=32'h5;
	 In2=32'h1;
	 #20  
	 ALU_Op=ADD;
	 #20
	 ALU_Op=SUB;
	 #20
	 ALU_Op=AND32;
	 #20
	 ALU_Op=OR32;
	 #20
	 ALU_Op=XOR32;
	 #20
	 ALU_Op=NOR32;
	 #20
	 ALU_Op=SRL;
	 #20
	 ALU_Op=SLL;
	 #20
	 ALU_Op=ADDU;
	 #20
	 ALU_Op=SUBU;
	 #20   
    In1=32'h7FFFFFFF;  
	 In2=32'h1;
    ALU_Op=ADD;  
	 #20
	 ALU_Op=ADDU;  
	 #20
	 In1=32'hFFFFFFFF;  
	 In2=32'h1;
    ALU_Op=ADD;  
	 #20
	 ALU_Op=ADDU;  
end
endmodule
module And32_Gate(Out , In1 , In2);
    input  [31:0] In1 , In2 ;
    output [31:0] Out ;
    assign Out = In1 & In2 ;
endmodule
module Nor32_Gate(Out , In1 , In2);
    input  [31:0] In1 , In2 ;
    output [31:0] Out ;
    assign Out = ~(In1 | In2) ;
endmodule
module Or32_Gate(Out , In1 , In2);
    input  [31:0] In1 , In2 ;
    output [31:0] Out ;
    assign Out = In1 | In2 ;
endmodule
module SLL32_Bit(Out , In , P);
    input  [4:0]  P ;  
    input  [31:0] In ;  
    output [31:0] Out ; 
    assign Out = (P > 0) ? (In <<< P) : In ;
endmodule
module SRL32_Bit(Out , In , P);
    input  [4:0]  P ;  
    input  [31:0] In ;  
    output [31:0] Out ; 
    assign Out = (P > 0) ? (In >>> P) : In ;
endmodule
module Xor32_Gate(Out , In1 , In2);
    input  [31:0] In1 , In2 ;
    output [31:0] Out ;
    assign Out = In1 ^ In2 ;
endmodule
module adder_cla(cin,s,in1,in2,sum,cout,ov);
input [31:0]in1,in2;
output [31:0]sum;
input cin;
output cout;
input s;  
output ov;
wire [32:0]c;
wire [31:0]y;
wire [1:0]over_flow;  
genvar i;
generate			
	   for (i=0;i<32;i=i+1) begin:for_sub_decision
		assign y[i]=in2[i] ^ cin;
		end
endgenerate 
generate		 
		for (i=0;i<32;i=i+1) begin:looking_ahead_for_the_carry
			assign c[i+1]=(in1[i]&y[i]) | (c[i]&(in1[i]|y[i]));  
		end
endgenerate
generate
		for (i=0;i<32;i=i+1) begin:sum_duplication
			assign sum[i]=(in1[i]^y[i])^c[i];  
		end
endgenerate
assign c[0]=cin;
assign cout=c[32];
assign over_flow[0]=(in1[31] == in2[31]) && (in1[31] != sum[31]);
assign over_flow[1]=cin ^ cout;  
assign ov=(s&over_flow[0]) | (~s&over_flow[1]);
endmodule 
module adder_cla_dut;
	reg [31:0]in1,in2;
	reg cin,s;
	wire [31:0]sum;
	wire cout,ov;
	adder_cla adder(cin,s,in1,in2,sum,cout,ov);
		initial begin : test_vectors
		s=0;
		in1=32'd3;cin=0;in2=32'd10;
		#20 
		cin=1;
		#20
		cin=0;
		#20
		s=1;
		in1=32'hffffffff; in2=32'd5;
		#20
		cin=1;
		#20;
		end
endmodule 
```
`flow/run.sh`:
```
#!/bin/bash
# OpenROAD 26Q1-2900-gdf79404cd8, Yosys 0.63+post, stock flow scripts
make -C /OpenROAD-flow-scripts/flow DESIGN_CONFIG=/design/flow/config.mk WORK_HOME=/design/flow/orfs finish
```
==> Slide: Implementation Results <==
Run Summary

Outcome
  – Outcome: finished with violations
  – Failing checks: setup timing

Routing
  – DRT antenna net count: 0
  – Final WL: 46600 µm
  – Initial DRC Count: 1075
  – Vias: 9864
  – Wire per inst: 30.4 µm
  – Via density per instance: 6.44
  – DR DRC count: 0
  – Drt pass-1 iters: 24

GRT
  – Largest net degree at the start of global routing: 65
  – Grt total ovfl: 0
  – Vias in the first global route: 9470
  – First-pass GRT wire length: 67600 µm
  – Initial antenna violation count: 3
  – Overall Global Routing Usage: 30.2%

Critical path
  – Critical-path top delay cell: fa_2
  – WS Path Type: in2out
  – Worst Path Required: 13920 ps
  – CP arrival: 15900 ps
  – CP Max Fanout: 5
  – Max stage delay on crit path: 450 ps
  – Cell with the most instances on the worst path: fa_2
  – Worst setup EP type: output pin
  – Type of origin of the critical path: primary input

Synth
  – Post-synthesis cell count: 1092
  – Async S/R FF share, synth: 0%
  – Synth flops: 32
  – Cell area after synthesis: 9420 µm²
  – Xor/xnor share: 2.97%
  – Yosys Chip Area: 9420 µm²
  – Cell Type Count: 92
  – Post-synth EDFFs: 0
  – Ys flop type: dlxtn_1
  – # Cells Yosys: 1092
  – Main logic family: multiplexers
  – Yosys aoi share: 23.9%
  – Mux share: 28.2%
  – Syn avg cell area: 8.63 µm²
  – Adder Area Share: 15.2%
  – Simple share: 14.1%
  – Synth Warn #: 4

Place
  – DP Wirelength: 34100 µm
  – Pre-CTS setup slack: -2970 ps
  – GPL Wtd Cong: 1.07
  – PortBufs: 102

Floorplanning
  – Vert. Die Dim: 179 µm
  – Core area: 30700 µm²
  – Die ar.: 32100 µm²
  – Floorplan row count: 64
  – Die Wd: 179 µm
  – Core Util at FP: 30.6%
  – Ports: 103

Timing
  – Final Critical Period: 19380 ps
  – Unrepaired setup endpoints after global routing: true
  – Final max-slew violation count: 0
  – Slew headroom: 34.6%
  – Setup TNS: -3280 ps
  – Count of unclocked register or latch pins: 32
  – Fin. Hold Viols: 0
  – Fmax: 51.6 MHz
  – Setup Viol. Count Final: 2
  – Number of unconstrained endpoints: 64
  – Worst hold slack: 7470 ps
  – Final period utilization: 111%
  – Worst Tran Pin Value: 970 ps
  – Worst setup margin: -1980 ps

Worst hold path
  – Hold depth: 6
  – Worst min path class: in2out

Final layout
  – Max FFs per register: 32
  – FILL cells: 3170
  – Area growth from synthesis to layout: 15.3%
  – Final core occ: 35.3%
  – Share of cells above drive strength 1: 19.7%

Power
  – Lkg Pwr: 4.24 nW
  – Pwr dens: 31.7 nW/µm²
  – Total Power: 0.344 mW
  – Switching part of the total: 55.6%
  – NetSw: 0.191 mW
  – Power Internal: 0.153 mW
  – Peak supply drop: 15.7 µV

Job
  – Max_cap viols: 0
  – Tally of OpenROAD warnings: 68

CTS
  – Cts hold-fix bufs: 0
-- Yosys cell counts, types with 12 or more instances --
cell type / number / area (µm²)
a32oi_1: 20 / 175
a22oi_1: 20 / 150
nor2_1: 55 / 206
nor3_1: 22 / 110
nand3_1: 17 / 85.1
dlxtn_1: 32 / 480
a211oi_1: 16 / 120
o22ai_1: 20 / 125
clkbuf_1: 53 / 199
nand2_1: 74 / 278
o21ai_0: 47 / 235
buf_2: 44 / 220
nand2b_1: 23 / 144
inv_1: 67 / 251
xnor2_1: 32 / 280
mux2i_1: 66 / 661
nor2b_1: 15 / 93.8
fa_1: 31 / 621
a221oi_1: 12 / 105
ha_1: 65 / 813
mux2_2: 24 / 270
a221o_1: 12 / 120
mux4_2: 64 / 1440
a21oi_1: 38 / 190
-- layer usage --
layer	up-vias	track usage, %	wire [µm]
met1	4802	41.1	18400
li1	4250	-	-
met5	-	0	9
met4	2	13.5	2510
met3	125	11.5	5970
met2	685	43.0	19700
-- power by group through the flow --
stage / clock network, mW / logic [mW] / registers [mW]
global route: 0 / 0.352 / 0.0147
CTS: 0 / 0.323 / 0.0141
-- cells in the final DEF (no fill, tap or decap), types with 10 or more instances in the layout --
cell type,count
a211oi_1,16
mux4_2,64
nand2_1,74
a31oi_1,11
a221oi_1,12
inv_1,62
o2bb2ai_1,10
buf_4,68
o211ai_1,11
o22ai_1,20
a32oi_1,20
nor2b_1,14
fa_2,31
a22oi_1,20
mux2i_1,65
nand3_1,17
xnor2_1,31
o21ai_0,46
nor2_1,55
mux4_1,11
a21oi_1,38
nor3_1,22
a211o_1,10
nand2b_1,23
dlxtn_1,32
clkdlybuf4s50_1,91
a221o_1,12
ha_1,65
mux2_2,24
-- area by class of cell --
class	instances	area (µm²)	share of cell area [%]
Antenna cell	1	2.50	0.0230
Inverter	69	262	2.41
Multi-Input combinational cell	861	8060	74.2
Sequential cell	32	480	4.42
Tap cell	396	495	4.56
Timing Repair Buffer	172	1560	14.4
-- cells by family after synthesis --
group	Yosys count
mux	165
xor+xnor	32
other cells	1
simple gates	260
compound gates	307
fa+ha+maj	96
buf+inv	199
latches	32
-- worst paths after layout --
kind / startpoint / slack, ps / end
hold / removal: ALU_Op[0] / 7470 / OF
setup / recovery: ALU_Op[1] / -1980 / OF
-- per-stage QoR --
stage	std cells	cell area [µm²]
floorplan	1092	9550
global placement	1528	10800
detailed placement	1528	10800
CTS	1529	10800
global route	1530	10900
finish	1531	10900
-- critical path: cells and delay by family --
family	cells	cell delay, ps
buf+inv	6	530
mux	1	70
xor+xnor	1	140
simple gates	2	330
compound gates	2	230
fa+ha+maj	31	11090
-- timing repair --
item                                    in CTS  in global routing
endpoints found under the setup margin       2                  2
resized                                     14                  6
cloned                                       0                  0
buffers inserted                             1                  1
pin swaps                                   34                 16
Power and IR drop assume default switching activity.
